`/design/flow/run.sh`:
```
#!/bin/bash
# OpenROAD 26Q1-2900-gdf79404cd8, Yosys 0.63+post, stock flow scripts
make -C /OpenROAD-flow-scripts/flow DESIGN_CONFIG=/design/flow/config.mk WORK_HOME=/design/flow/orfs finish
```
`/design/flow/config.mk`:
```
export PLATFORM = sky130hd
export DESIGN_NAME = ALU_4BIT
export DESIGN_NICKNAME = ALU_4BIT
export VERILOG_FILES = /design/flow/design.v
export SDC_FILE = /design/flow/constraint.sdc
export NUM_CORES = 4
export LEC_CHECK = 1
export CORE_AREA = 10 10 70 70
export DIE_AREA = 0 0 80 80
```
`/design/flow/constraint.sdc`:
```
current_design ALU_4BIT

set clk_period 3.6
set clk_io_pct 0.2

create_clock -name clk0 -period $clk_period

set non_clock_inputs [all_inputs -no_clocks]
set_input_delay [expr $clk_period * $clk_io_pct] -clock clk0 $non_clock_inputs
set_output_delay [expr $clk_period * $clk_io_pct] -clock clk0 [all_outputs]
```
`/design/flow/design.v`:
```
`timescale 1ns / 1ps
module ALU_4BIT (
    input [3:0] a,
    input [3:0] b,
    input [2:0] opcode,
    output reg [3:0] result,
    output neg_flag,
    output zero_flag,
    output carry
);
    reg [4:0] extended_result;
    always @(*) begin
        case (opcode)
            3'b000: extended_result = a + b;     
            3'b001: extended_result = a - b;     
            default: extended_result = 5'b00000;
        endcase
        result = extended_result[3:0];           
    end
    assign carry = (opcode == 3'b000) ? extended_result[4] : 1'b0;           
    assign zero_flag = (result == 4'b0000);                                  
    assign neg_flag = (b > a) ? extended_result[3] : 1'b0;
endmodule
```
==> flow_metrics.py <==
# Auto-generated metrics
metrics = {
    "run": {
        "max_cap_violations": 0,
        "tool_warnings": 39,
    },
    "final_timing": {
        "tightest_slew_ps": 378,
        "rsz0062_at_grt": "yes",
        "min_period_ps": 3490,
        "setup_tns_ps": 0,
        "drv_slew": 0,
        "setup_viol": 0,
        "setup_slack_ps": 112,
        "finalHoldViolations": 0,
        "period_used_pct": 96.9,
        "relSlewSlack_pct": 74.7,
        "fmax_mhz": 287,
    },
    "pwr": {
        "ir_drop_mv": 0.0283,
        "sw_frac_of_total_pct": 38.5,
        "share_comb_of_total_power_pct": 100.0,
        "p_seq_share_pct": 0,
        "p_clk_share_pct": 0,
        "switchingPower_uw": 33.7,
        "p_leak_uw": 0.000308,
        "power_uw": 87.5,
        "p_int_uw": 53.8,
        "p_per_area_nw_per_um2": 129,
    },
    "synth": {
        "yosys_warnings": 1,
        "top_area_share_pct": 29.9,
        "top_cell": "nor2_1",
        "synth_cell_type_count": 20,
        "largest_area_cell": "ha_1",
        "area_leaders": "ha_1 (30%), fa_1 (11%), nor2_1 (10%), inv_1 (7.0%), nor3_2 (5.3%)",
        "common_cells": "nor2_1 (10), ha_1 (9), inv_1 (7)",
        "ys_seq_share_pct": 0,
        "synth.avg_cell_area_sq_um": 8.19,
        "syn_area_sq_um": 377,
        "netlist_instances": 46,
        "ys_cells": 46,
        "yosysChipArea_sq_um": 377,
    },
    "detailed_routing": {
        "route.detailed.drc": 0,
        "wl_per_cell_um": 8.90,
        "drtIter0Drc": 8,
        "first_pass_iters": 4,
        "vias_per_cell": 3.28,
        "ant_nets": 0,
        "wl_um": 1030,
        "num_vias": 380,
    },
    "floorplanning": {
        "num_rows": 21,
        "core_area_sq_um": 3420,
        "initCoreUtil_pct": 11.0,
        "die_h_um": 80,
        "dieArea_sq_um": 6400,
        "io_pins": 18,
        "die_w_um": 80,
    },
    "worst_hold_path": {
        "hp-class": "in -> out",
    },
    "layout": {
        "syn_to_final_growth_pct": 79.4,
        "stdcell_count": 116,
        "drive_gt1_share_pct": 30.4,
        "flop_area_sq_um": 0,
        "ff_count": 0,
        "fill_cells": 373,
        "nClkBuffers": 0,
    },
    "place": {
        "hpwl_um": 914,
        "io_buffers": 18,
        "dp_slack_ps": -36.2,
        "place_inst": 112,
        "gp_congestion": 0.776,
    },
    "grt": {
        "grt_overflow_total": 0,
        "track_usage_pct": 3.05,
        "grt_pass1_vias": 373,
        "grt_antenna_before_repair": 1,
        "grt_max_degree": 9,
        "grt_pass1_wl_um": 1670,
    },
    "critical_path": {
        "startpoint_type": "input port",
        "crit_arrival_ps": 2770,
        "cp_max_fo": 3,
        "worstSetupEndpointType": "output port",
        "cp.required_ps": 2880,
        "worstSetupPathType": "in -> out",
    },
    "outcome": {
        "status": "complete, no violations",
    },
    "clocking": {
        "holdBufCountCts": 0,
    },
}
## area by class of cell
class / count / area, sq um / area share, %
tap: 46 / 57.6 / 8.52
timing repair buffer: 25 / 235 / 34.8
multi-input combinational: 37 / 354 / 52.4
antenna: 1 / 2.50 / 0.370
inverter: 7 / 26.3 / 3.89
## placed cells by master (no fill, tap or decap), types with 2 or more instances in the layout
cell type,instances
buf_4,7
inv_1,7
dlygate4sd2_1,2
clkdlybuf4s50_1,14
dlymetal6s2s_1,2
nor2_1,9
fa_2,2
ha_1,9
nor3_2,2
## power groups by stage
stage     clock network [uW]  registers (uW)  logic [uW]
6_report           0.0000371               0        87.5
5_1_grt            0.0000371               0        97.9
4_1_cts                    0               0        78.2
## worst max-delay path: stages
cell and delay (ps):
clkdlybuf4s50_1 500, ha_1 150, inv_1 60, fa_2 350, nor2_2 100, a21oi_2 40
xnor2_1 150, buf_4 130, nor2_1 90, clkdlybuf4s50_1 470
## per-stage QoR
stage	area, sq um	utilization [%]	hold WS (ps)
after floorplan	377	-	1580
after global placement	629	18.4	2510
after detailed placement	629	18.4	2530
after CTS	627	18.4	2370
after global routing	676	19.8	2340
final	676	19.8	2260
## repair_timing
item                                    in CTS  in global routing
buffers inserted                             0                  3
endpoints found under the setup margin       2                  2
gates resized                                2                  7
pin swaps                                    0                  6
cloned                                       0                  0
## routing by layer
metal	routed length [um]	GRT usage [%]
met1	446	3.78
met2	426	4.82
met3	158	1.70
met4	0	0
met5	0	0
## final timing paths
kind	from	endpoint	cells past startpoint
worst min-delay path	b[1]	zero_flag	6
worst max-delay path	b[0]	result[2]	10
## kinds of logic after synthesis
family          share of synthesized area [%]
mux                                      6.98
fa+ha+maj                                40.5
compound gates                           14.3
simple gates                             22.6
buf+inv                                  11.0
xor+xnor                                 4.65
No activity file was given, so power comes from the tool's default toggle rates.
